## run.sh

```bash
#!/bin/bash
# OpenROAD 26Q1-2900-gdf79404cd8, Yosys 0.63+post, stock flow scripts
make -C /OpenROAD-flow-scripts/flow DESIGN_CONFIG=/design/flow/config.mk WORK_HOME=/design/flow/orfs finish
```

## config.mk

```make
export PLATFORM = sky130hd
export DESIGN_NAME = UART_rx
export DESIGN_NICKNAME = UART_rx
export VERILOG_FILES = /design/flow/design.v
export SDC_FILE = /design/flow/constraint.sdc
export NUM_CORES = 4
export LEC_CHECK = 1
export CORE_AREA = 10 10 109 109
export DIE_AREA = 0 0 119 119
```

## constraint.sdc

```tcl
current_design UART_rx

set clk_period 1.6
set clk_io_pct 0.2

create_clock -name clk0 -period $clk_period [get_ports {Clk}]
create_clock -name clk1 -period $clk_period [get_ports {Tick}]

set non_clock_inputs [all_inputs -no_clocks]
set_input_delay [expr $clk_period * $clk_io_pct] -clock clk0 $non_clock_inputs
set_output_delay [expr $clk_period * $clk_io_pct] -clock clk0 [all_outputs]
```

## design.v

```verilog
module UART_rx (Clk,Rst_n,RxEn,RxData,RxDone,Rx,Tick,NBits);		 
input Clk, Rst_n, RxEn,Rx,Tick;		 
input [3:0]NBits;			 
output RxDone;				 
output [7:0]RxData;			 
parameter  IDLE = 1'b0, READ = 1'b1; 	 
reg [1:0] State, Next;			 
reg  read_enable = 1'b0;		 
reg  start_bit = 1'b1;			 
reg  RxDone = 1'b0;			 
reg [4:0]Bit = 5'b00000;		 
reg [3:0] counter = 4'b0000;		 
reg [7:0] Read_data= 8'b00000000;	 
reg [7:0] RxData;			 
always @ (posedge Clk or negedge Rst_n)			 
begin
if (!Rst_n)	State <= IDLE;				 
else 		State <= Next;				 
end
always @ (State or Rx or RxEn or RxDone)
begin
    case(State)	
	IDLE:	if(!Rx & RxEn)		Next = READ;	  
		else			Next = IDLE;
	READ:	if(RxDone)		Next = IDLE; 	  
		else			Next = READ;
	default 			Next = IDLE;
    endcase
end
always @ (State or RxDone)
begin
    case (State)
	READ: begin
		read_enable <= 1'b1;			 
	      end
	IDLE: begin
		read_enable <= 1'b0;			 
	      end
    endcase
end
always @ (posedge Tick)
	begin
	if (read_enable)
	begin
	RxDone <= 1'b0;							 
	counter <= counter+1;						 
	if ((counter == 4'b1000) & (start_bit))				 
	begin
	start_bit <= 1'b0;
	counter <= 4'b0000;
	end
	if ((counter == 4'b1111) & (!start_bit) & (Bit < NBits))	 
	begin
	Bit <= Bit+1;
	Read_data <= {Rx,Read_data[7:1]};
	counter <= 4'b0000;
	end
	if ((counter == 4'b1111) & (Bit == NBits)  & (Rx))		 
	begin
	Bit <= 4'b0000;
	RxDone <= 1'b1;
	counter <= 4'b0000;
	start_bit <= 1'b1;						 
	end
	end
end
always @ (posedge Clk)
begin
if (NBits == 4'b1000)
begin
RxData[7:0] <= Read_data[7:0];	
end
if (NBits == 4'b0111)
begin
RxData[7:0] <= {1'b0,Read_data[7:1]};	
end
if (NBits == 4'b0110)
begin
RxData[7:0] <= {1'b0,1'b0,Read_data[7:2]};	
end
end
endmodule
```

==> notes.md <==
### Run status
• finished with violations — run status
• setup timing — violated checks

### Clock tree
• 0.07 ns — clock edge transition at the registers on the reported setup and hold paths
• 0 — hold_buf cts
• built — CTS tree

### Cells and area
• 2100 um2 — total non-filler cell area in the finished layout
• sky130_fd_sc_hd__edfxtp_1 — most common library cell in the layout ignoring fill and taps
• 857 um2 — flip-flop and latch area
• sky130_fd_sc_hd__edfxtp_1 (25), sky130_fd_sc_hd__buf_4 (23), sky130_fd_sc_hd__clkdlybuf4s50_1 (12), sky130_fd_sc_hd__inv_1 (8), sky130_fd_sc_hd__mux2i_1 (8) — commonest cells after routing, fill and taps aside
• 21.8% — core occupancy in the finished layout
• 1,034 — fill cell count
• 292 — number of standard cells in the final layout excluding fillers
• 32.7% — share of post-route cells with drive strength above 1
• 583 um2 — total area of multi-input combinational cells
• 47.8% — synthesis-to-finish area growth

### Synth
• 7.40% — compound-gate portion of the synthesized area
• 1420 um2 — Cell Area, Synth
• 30 — flops & latches, synth
• simple AND/OR/NAND/NOR gates — top comb family, area
• 14.1% — area fraction in and, or, nand and nor cells
• 1420 um2 — post-synthesis chip area from yosys
• 111 — number of cells in Yosys stat
• 111 — Synth Instances
• 12.8 um2 — mean instance size in the synthesized netlist
• 6.17% — adder-cell area share of the yosys netlist
• 3.08% — parity-gate share of the synthesized area counting xor and xnor cells
• 32 — post-synthesis cell type count
• 5.64% — mux cell area share after synthesis
• 1 — number of synthesis warnings

### Setup path
• Read_data[0]$_DFFE_PP_ — Critical R2R Capture
• 0.51 ns — peak per-stage delay on the critical path
• Bit[3]$_SDFFCE_PN0P_ — startpoint of the most critical register-to-register path
• -0.19 ns — internal reg-to-reg setup slack
• simple AND/OR/NAND/NOR gates — gate family responsible for the most delay along the worst path
• sky130_fd_sc_hd__or4_4 — slowest CP cell
• 1.75 ns — data arrival at the endpoint of the critical path
• 8 — top fanout value on the critical path
• 4 — number of cells on the worst reg-to-reg path
• flip-flop — Crit. End Element
• 0 — worst path buffer plus inverter count
• flip-flop to flip-flop — startpoint-to-endpoint class of the critical path
• 1.56 ns — required arrival time at the worst endpoint
• ha_4 -> or4_4 -> nor3_4 -> and2_4 — worst path cell trace
• flip-flop — crit path launch type

### Pwr
• 24.7% — fraction of power consumed by combinational cells
• 0.000293 V — worst vdd ir
• 2.20 mW — final total power
• 26.7% — clock group share of total power
• 1050 nW/um2 — total power density per cell area
• 1.65 mW — Power Internal
• 0.550 mW — switching power total
• 25.1% — fraction of power spent switching nets
• 0.821 nW — cell leakage power
• 48.6% — sequential fraction of design power

### Drt
• 0 — number of nets still failing antenna checks after routing
• 9.47 um — WL per Instance
• 0 — number of remaining DRC errors
• 0 — count of inserted antenna diode cells
• 3 — DRT Pass-1 Iters
• 35 — Starting DRT DRC Count
• 3.33 — Via density
• 2760 um — post-detailed-routing wire length
• 971 — via count

### Timing
• 6 — count of endpoints without a timing constraint
• 23 — number of endpoints failing setup at the final stage
• 0 — fin. max-slew vios
• 76.1% — headroom to the max-slew limit
• 0 — final hold violation count
• -3.26 ns — total negative slack
• 0.00326 ns — Clock Skew
• 1 — number of register pins that no clock reaches
• 0.248 ns — hold_ws
• 0.357 ns — Least-Margin Pin Slew
• yes — unrepaired setup endpoints after global routing
• -0.189 ns — least setup slack across all paths after layout

### Place
• 16 — Port-buffer cells
• 2120 um — total half-perimeter wirelength after legalization and detailed placement
• 1910 um2 — total cell area at the placement stage
• -0.691 ns — Post-Place Worst Slack
• 0.778 — GP Congestion
• 279 — total placed cells including tap cells

### Global routing
• 4600 um — wire length of the first global-routing pass
• 0 — antenna violations before repair
• 13 — largest net degree at the start of global routing
• 3.89% — Overall Global Routing Usage
• 994 — number of global-route vias before repair
• 0 — final global-route overflow total

### Die
• 119 um — vertical extent of the die
• 14.7% — initial core utilization
• 119 um — x dimension of the die
• 36 — Core Rows
• 14,200 um2 — area of the die
• 9640 um2 — core region area
• 18 — top-level port count

### Flow run
• 0 — Max-cap violations
• 30 — number of OpenROAD warnings

### Hold path
• primary input to asynchronous set/reset pin — path category of the worst min-delay check

## synthesized netlist by cell type
cell	n	share of area (%)
sky130_fd_sc_hd__o31a_2	1	0.70
sky130_fd_sc_hd__inv_1	10	2.6
sky130_fd_sc_hd__edfxtp_1	25	53
sky130_fd_sc_hd__o31ai_4	1	1.5
sky130_fd_sc_hd__a22o_1	1	0.62
sky130_fd_sc_hd__dfxtp_1	2	2.8
sky130_fd_sc_hd__xor2_1	3	1.9
sky130_fd_sc_hd__nand3_2	1	0.70
sky130_fd_sc_hd__dfrtp_1	1	1.8
sky130_fd_sc_hd__o22ai_1	1	0.44
sky130_fd_sc_hd__and2_1	1	0.44
sky130_fd_sc_hd__clkbuf_1	1	0.26
sky130_fd_sc_hd__nor2b_1	2	0.88
sky130_fd_sc_hd__o21a_1	1	0.53
sky130_fd_sc_hd__nand4b_1	2	1.2
sky130_fd_sc_hd__nor4_4	1	1.5
sky130_fd_sc_hd__ha_1	7	6.2
sky130_fd_sc_hd__nand3_1	4	1.4
sky130_fd_sc_hd__nor3b_1	1	0.53
sky130_fd_sc_hd__mux2i_1	8	5.6
sky130_fd_sc_hd__nand2_1	8	2.1
sky130_fd_sc_hd__nor3_2	2	1.4
sky130_fd_sc_hd__buf_2	1	0.35
sky130_fd_sc_hd__a31oi_1	1	0.44
sky130_fd_sc_hd__xnor2_1	2	1.2
sky130_fd_sc_hd__a21oi_1	3	1.1
sky130_fd_sc_hd__nor2_1	10	2.6
sky130_fd_sc_hd__dfstp_2	1	1.9
sky130_fd_sc_hd__or4_4	1	0.79
sky130_fd_sc_hd__dlxtn_1	1	1.1
sky130_fd_sc_hd__nand2b_1	1	0.44
sky130_fd_sc_hd__o21ai_1	6	2.1
## flip-flops by register name (all words and copies together), names as in the netlist
signal       flops
Bit              5
Read_data        8
RxData           8
RxDone           1
State            2
counter          4
read_enable      1
start_bit        1
## how the worst max path moves through the flow
stage	from	cells after the start	end
after CTS	Bit[2]$_SDFFCE_PN0P_	6	counter[3]$_SDFFCE_PP0P_
after global routing	Bit[2]$_SDFFCE_PN0P_	6	counter[2]$_SDFFCE_PP0P_
final	Bit[3]$_SDFFCE_PN0P_	4	Read_data[0]$_DFFE_PP_
## area by class of cell
cell class | count | share of cell area, %
well taps | 133 | 7.93
clock inverters | 1 | 0.179
clock buffers | 7 | 4.11
multi-input cells | 69 | 27.8
inverters | 10 | 1.79
flip-flops and latches | 30 | 40.8
repair buffers | 42 | 17.4
## cells by family (layout without fill, tap and decap cells)
group           count (synthesis)  count (layout)
compound gates                 15              15
xor+xnor                        5               5
fa+ha+maj                       7               7
buf+inv                        12              60
flops                          29              29
latches                         1               1
mux                             8               8
simple gates                   34              34
## power by group through the flow
stage / Combinational (mW) / Clock [mW] / Sequential (mW)
after CTS: 0.517 / 0.607 / 1.07
final: 0.542 / 0.587 / 1.07
after global routing: 0.604 / 0.641 / 1.08
## routing by layer
layer	share of wire (%)	GRT usage (%)	vias to the layer above
met5	0	0	-
met2	46	6.19	16
met1	47	4.78	459
met3	6.4	1.82	4
li1	-	-	492
met4	0.94	0.763	0
## timing repair
item	in CTS	in global routing
setup buffers	2	3
endpoints found under the setup margin	31	33
gates resized	14	5
pin swaps	11	8
## worst reg2reg max path, stage by stage (launching register included)
cell and delay [ns]:
sky130_fd_sc_hd__edfxtp_1 0.43, sky130_fd_sc_hd__ha_4 0.18, sky130_fd_sc_hd__or4_4 0.51, sky130_fd_sc_hd__nor3_4 0.14
sky130_fd_sc_hd__and2_4 0.23
Power figures rest on the tool's default switching activity, not on a simulated workload.

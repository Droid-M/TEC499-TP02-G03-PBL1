<file path="./run.sh">
#!/bin/bash
# OpenROAD 26Q1-2900-gdf79404cd8, Yosys 0.63+post, stock flow scripts
make -C /OpenROAD-flow-scripts/flow DESIGN_CONFIG=/design/flow/config.mk WORK_HOME=/design/flow/orfs finish
</file>
<file path="./design.v">
module UART_tx (Clk,Rst_n,TxEn,TxData,TxDone,Tx,Tick,NBits);	 
input Clk, Rst_n, TxEn,Tick;	 
input [3:0]NBits;		 
input [7:0]TxData;		 
output Tx;
output TxDone;
parameter  IDLE = 1'b0, WRITE = 1'b1;	 
reg  State, Next;			 
reg  TxDone = 1'b0;			 
reg  Tx;				 
reg write_enable = 1'b0;		 
reg start_bit = 1'b1;			 
reg stop_bit = 1'b0;			 
reg [4:0] Bit = 5'b00000;		 
reg [3:0] counter = 4'b0000;		 
reg [7:0] in_data=8'b00000000;		 
reg [1:0] R_edge;			 
wire D_edge;				 
always @ (posedge Clk or negedge Rst_n)			 
begin
if (!Rst_n)	State <= IDLE;				 
else 		State <= Next;				 
end
always @ (State or D_edge or TxData or TxDone) 
begin
    case(State)	
	IDLE:	if(D_edge)		Next = WRITE;		 
		else			Next = IDLE;
	WRITE:	if(TxDone)		Next = IDLE;  		 
		else			Next = WRITE;
	default 			Next = IDLE;
    endcase
end
always @ (State)
begin
    case (State)
	WRITE: begin
		write_enable <= 1'b1;	 
	end
	IDLE: begin
		write_enable <= 1'b0;	 
	end
    endcase
end
always @ (posedge Tick)
begin
	if (!write_enable)				 
	begin
	TxDone = 1'b0;
	start_bit <=1'b1;
	stop_bit <= 1'b0;
	end
	if (write_enable)				 
	begin
	counter <= counter+1;				 
	if(start_bit & !stop_bit)			 
	begin
	Tx <=1'b0;					 
	in_data <= TxData;				 
	end		
	if ((counter == 4'b1111) & (start_bit) )	 
	begin		
	start_bit <= 1'b0;
	in_data <= {1'b0,in_data[7:1]};
	Tx <= in_data[0];
	end
	if ((counter == 4'b1111) & (!start_bit) &  (Bit < NBits-1))	 
	begin		
	in_data <= {1'b0,in_data[7:1]};
	Bit<=Bit+1;
	Tx <= in_data[0];
	start_bit <= 1'b0;
	counter <= 4'b0000;
	end	
	if ((counter == 4'b1111) & (Bit == NBits-1) & (!stop_bit))	 
	begin
	Tx <= 1'b1;	
	counter <= 4'b0000;	
	stop_bit<=1'b1;
	end
	if ((counter == 4'b1111) & (Bit == NBits-1) & (stop_bit) )	 
	begin
	Bit <= 4'b0000;
	TxDone <= 1'b1;
	counter <= 4'b0000;
	end
	end
end
always @ (posedge Clk or negedge Rst_n)
begin
	if(!Rst_n)
	begin
	R_edge <= 2'b00;
	end
	else
	begin
	R_edge <={R_edge[0], TxEn};
	end
end
assign D_edge = !R_edge[1] & R_edge[0];
endmodule
</file>
<file path="./constraint.sdc">
current_design UART_tx

set clk_period 1.1
set clk_io_pct 0.2

create_clock -name clk0 -period $clk_period [get_ports {Clk}]
create_clock -name clk1 -period $clk_period [get_ports {Tick}]

set non_clock_inputs [all_inputs -no_clocks]
set_input_delay [expr $clk_period * $clk_io_pct] -clock clk0 $non_clock_inputs
set_output_delay [expr $clk_period * $clk_io_pct] -clock clk0 [all_outputs]
</file>
<file path="./config.mk">
export PLATFORM = sky130hd
export DESIGN_NAME = UART_tx
export DESIGN_NICKNAME = UART_tx
export VERILOG_FILES = /design/flow/design.v
export SDC_FILE = /design/flow/constraint.sdc
export NUM_CORES = 4
export LEC_CHECK = 1
export CORE_AREA = 10 10 92 92
export DIE_AREA = 0 0 102 102
</file>
==> results_slide.txt <==
Synthesis and Place & Route Summary

Placed design
  – Placer Congestion: around 0.74
  – Dpl cell area: 0.00170 mm^2
  – Port-buffer cells: 16
  – Placed wire-length estimate: 1.70 mm

Floorplan
  – Initial Util: 0.194
  – FP Rows: 29
  – DIE HEIGHT: 102 um
  – Core area: 0.00646 mm^2
  – Die width: slightly above 100 um
  – Io pins: 18
  – Chip area: 0.0104 mm^2

GRT
  – First-pass GRT wire length: between 3 and 4 mm
  – Total grt overflow: 0
  – Initial antenna violation count: 0
  – GRT Total Usage: 0.0467
  – Largest net degree at the start of global routing: 13
  – Vias in the first global route: 869

Timing
  – Worst-Margin Slew: 0.276 ns
  – Max_slew headroom: 0.815
  – Skew final: 0.00256 ns
  – Min setup slack post-route: -0.859 ns
  – Max-slew violation count: 0
  – Final hold violations: 0
  – Setup Viol. Count Final: 34
  – Sum of negative setup slack: -25.38 ns
  – RSZ-0062 raised after global routing: true

Logic synthesis
  – Area reported by Yosys stat: 0.00125 mm^2
  – Flops after synth: 24
  – Top cells by area, synth: edfxtp_1, mux2_4, ha_1
  – Syn avg cell area: ~13 um^2
  – Syn Std Cell Area: between 0.001 and 0.0015 mm^2
  – Ys cells: 95
  – Count of library flops with an enable pin: 18
  – Async SR Flop Fraction: 0.125
  – Commonest cells in the netlist: edfxtp_1, ha_1, mux2_4, nor2_1, inv_1
  – Synth top area share: 0.431
  – Most numerous cell in the Yosys netlist: edfxtp_1
  – Netlist cell types: 33
  – Synth Warn #: 1
  – Synthesized netlist cell count: 95
  – Post-synth top area cell: edfxtp_1
  – Synth Seq Share: 0.539
  – Main synth FF type: edfxtp_1

Setup path
  – Critical path type: register to register
  – R2R cell count: 6
  – Worst path required time: around 1.1 ns
  – R2R Path End: in_data[5]$_DFFE_PP_
  – R2R Setup Slk: -0.86 ns
  – Reg-to-Reg Start: Bit[1]$_SDFFCE_PP0P_
  – CP arrival: slightly below 2 ns
  – CP Launch Type: register
  – Top fanout value on the critical path: 5
  – Setup crit end kind: register

Hold path
  – Worst min-delay path class: input pin to async pin

Clock tree
  – Clk slew on worst S/H paths: ~0.080 ns
  – # clock sinks: 24
  – CTS tree: done

Finish
  – Fraction of layout cells with a size suffix above 1: 0.541
  – Filler cells: 630
  – Design Area, Final: 0.00199 mm^2
  – Syn-to-layout area delta: 59.0%

Status
  – Failing checks: negative setup slack
  – Status: complete, but fails checks

Detailed routing
  – DR iter-0 viols: 22
  – ANT nets after route: 0
  – Drt first pass iters: 4
  – Antenna cells: 0
  – Drt total wl: 2.40 mm
  – Vias: 837
  – Via/cell ratio: 3.72
  – Drt drc: 0
  – DR WL/cell: ~11 um

Run
  – Log Warnings: 29
  – Max Cap Viol: 0

Pwr
  – Power per cell area: 1660 mW/mm^2
  – Maximum VDD drop: 0.866 mV
  – Leak: 0.798 nW
## worst max-delay path, cell delays in order, from the launching register on
cell	delay, ns
edfxtp_1	0.43
ha_4	0.30
nor2b_4	0.13
o211ai_2	0.10
a21oi_2	0.24
a21o_4	0.21
mux2_4	0.31
## stage by stage
stage	worst slack, ns	utilization	total power [mW]	instances	hold slack [ns]
final	-0.859	0.309	3.31	225	0.187
after global routing	-0.938	0.309	3.52	225	0.191
after CTS	-0.861	0.300	3.29	222	0.184
after detailed placement	-1.69	0.262	2.28	205	0.371
after global placement	-1.66	0.262	2.28	205	0.367
after floorplan	-0.869	-	1.91	95	-0.0756
## layout make-up
cell class | count | area [um^2] | area share
clock inverters | 1 | 5.00 | 0.00251
well taps | 77 | 96.3 | 0.0483
inverters | 5 | 18.8 | 0.00942
clock buffers | 7 | 86.3 | 0.0433
repair buffers | 47 | 407 | 0.204
flip-flops and latches | 24 | 677 | 0.340
multi-input cells | 64 | 703 | 0.353
## sequential cells by signal (all words and copies together) (netlist names)
name       count
in_data        8
Bit            5
counter        4
R_edge         2
State          1
Tx             1
TxDone         1
start_bit      1
stop_bit       1
## cell usage in the layout, fill, tap and decap left out, types with 2 or more instances in the layout
cell type	count
nand3_2	2
clkbuf_8	6
buf_6	7
and2_4	3
xor2_1	4
dfxtp_1	2
nor2_1	4
xnor2_2	2
nand2_1	3
dlygate4sd2_1	2
nor2_2	2
inv_1	3
ha_4	3
inv_2	2
dfrtp_1	3
nor3_4	2
mux2_4	7
o21a_1	3
buf_4	26
ha_1	3
clkdlybuf4s50_1	10
nand3_1	3
edfxtp_1	18
nor2b_1	2
## metal layers
layer | part of all wire | vias to the layer above | GRT usage
met2 | 0.42 | 13 | 0.0672
met4 | 0.015 | 0 | 0.00868
li1 | - | 444 | -
met5 | 0 | - | 0
met3 | 0.043 | 4 | 0.0170
met1 | 0.52 | 376 | 0.0670
## report_power, final
part | switching, mW | leakage (nW) | internal [mW] | total (mW)
Combinational | 0.481 | 0.522 | 0.632 | 1.11
Clock | 0.311 | 0.0482 | 0.499 | 0.809
Sequential | 0.109 | 0.227 | 1.28 | 1.39
Total | 0.901 | 0.798 | 2.41 | 3.31
## cells by family (layout without fill, tap and decap cells)
| group | count (synthesis) | count (layout) | synth area share |
|---|---|---|---|
| multiplexers | 8 | 8 | 0.0918 |
| adder cells (fa/ha/maj) | 7 | 7 | 0.0699 |
| buffers and inverters | 8 | 60 | 0.0309 |
| AND/OR/NAND/NOR | 29 | 29 | 0.139 |
| AND-OR/OR-AND | 12 | 13 | 0.0808 |
| flip-flops | 24 | 24 | 0.539 |
| XOR/XNOR | 7 | 7 | 0.0489 |
## what timing repair did
action | 4_1_cts | 5_1_grt
buffers inserted | 8 | 3
hold buffers | 0 | 0
gates resized | 39 | 8
pin swaps | 16 | 11
endpoints found under the setup margin | 36 | 35
cloned | 1 | 0
## how the worst max path moves through the flow
stage         slack, ns                 start                   end  cells after the start
CTS               -0.86  Bit[1]$_SDFFCE_PP0P_  in_data[5]$_DFFE_PP_                      6
global route      -0.94  Bit[1]$_SDFFCE_PP0P_  in_data[5]$_DFFE_PP_                      6
finish            -0.86  Bit[1]$_SDFFCE_PP0P_  in_data[5]$_DFFE_PP_                      6
No activity file was given, so power comes from the tool's default toggle rates.

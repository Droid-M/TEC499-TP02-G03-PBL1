--- design/flow/design.v ---
module DHT11(
	input wire       	clk			,  
	input wire 		  	start     ,
	input wire	     	rst_n		,
	inout	          	dat_io		,
	output  reg [39:0]	data     ,
	output  			error					,
	output  			done
);
	wire din;
	reg read_flag;
	reg dout;
	reg[3:0] state;
	localparam s1 = 0;
	localparam s2 = 1;
	localparam s3 = 2;
	localparam s4 = 3;
	localparam s5 = 4;
	localparam s6 = 5;
	localparam s7 = 6;
	localparam s8 = 7;
	localparam s9 = 8;
	localparam s10 = 9;
	reg [5:0] contador_universal = 0;
	reg clk1_mhz;
	always @(posedge clk) begin 
		if (contador_universal < 50) begin
			contador_universal = contador_universal+1;
			clk1_mhz = 0;
		end
		else begin
			contador_universal = 0;
			clk1_mhz = 1;
		end
	end
	assign dat_io = read_flag ? 1'bz : dout;
	assign din = dat_io;
	assign done = (state == s10)?1'b1:1'b0;
	assign error = (data[7:0] == data[15:8] + data[23:16] + data[31:24] + data[39:32])?1'b0:1'b1;
	reg [5:0]data_cnt;
	reg start_f1,start_f2,start_rising;
	always@(posedge clk1_mhz)
	begin
		if(!rst_n)begin
			start_f1 <=1'b0;
			start_f2 <= 1'b0;
			start_rising<= 1'b0;
		end
		else begin
			start_f1 <= start;
			start_f2 <= start_f1;
			start_rising <= start_f1 & (~start_f2);
		end
	end
	reg [39:0] data_buf;
	reg [15:0]cnt ;
	always@(posedge clk1_mhz or negedge rst_n)
	begin
		if(rst_n == 1'b0)begin
			read_flag <= 1'b1;
			state <= s1;
			dout <= 1'b1;
			data_buf <= 40'd0;
			cnt <= 16'd0;
			data_cnt <= 6'd0;
			data<=40'd0;
		end
		else begin
			case(state)
				s1:begin
				if(start_rising && din==1'b1)begin
							state <= s2;
							read_flag <= 1'b0;
							dout <= 1'b0;
							cnt <= 16'd0;
							data_cnt <= 6'd0;
						end
						else begin
							read_flag <= 1'b1;
							dout<=1'b1;
							cnt<=16'd0;
						end	
					end
				s2:begin
						if(cnt >= 16'd19000)begin
							state <= s3;
							dout <= 1'b1;
							cnt <= 16'd0;
						end
						else begin
							cnt<= cnt + 1'b1;
						end
					end
				s3:begin
						if(cnt>=16'd20)begin
							cnt<=16'd0;
							read_flag <= 1'b1;
							state <= s4;
						end
						else begin
							cnt <= cnt + 1'b1;
						end
					end
				s4:begin
						if(din == 1'b0)begin
							state<= s5;
							cnt <= 16'd0;
						end
						else begin
							cnt <= cnt + 1'b1;
							if(cnt >= 16'd65500)begin
								state <= s1;
								cnt<=16'd0;
								read_flag <= 1'b1;
							end	
						end
					end
				s5:begin
						if(din==1'b1)begin
							state <= s6;
							cnt<=16'd0;
							data_cnt <= 6'd0;
						end
						else begin
							cnt <= cnt + 1'b1;
							if(cnt >= 16'd65500)begin
								state <= s1;
								cnt<=16'd0;
								read_flag <= 1'b1;
							end								
						end
					end
				s6:begin
						if(din == 1'b0)begin
							state <= s7;
							cnt <= cnt + 1'b1;
						end
						else begin
							cnt <= cnt + 1'b1;
							if(cnt >= 16'd65500)begin
								state <= s1;
								cnt<=16'd0;
								read_flag <= 1'b1;
							end							
						end
					end
				s7:begin 
						if(din == 1'b1)begin
							state <= s8;
							cnt <= 16'd0;
						end
						else begin
							cnt <= cnt + 1'b1;
							if(cnt >= 16'd65500)begin
								state <= s1;
								cnt<=16'd0;
								read_flag <= 1'b1;
							end							
						end
					end
				s8:begin
						if(din == 1'b0)begin
							data_cnt <= data_cnt + 1'b1;
							state <= (data_cnt >= 6'd39)?s9:s7;
							cnt<=16'd0;
							if(cnt >= 16'd60)begin
								data_buf<={data_buf[39:0],1'b1};
							end
							else begin
								data_buf<={data_buf[39:0],1'b0};
							end
						end
						else begin
							cnt <= cnt + 1'b1;
							if(cnt >= 16'd65500)begin
								state <= s1;
								cnt<=16'd0;
								read_flag <= 1'b1;
							end	
						end
					end
				s9:begin
						data <= data_buf;
						if(din == 1'b1)begin
							state <= s10;
							cnt<=16'd0;
						end
						else begin
							cnt <= cnt + 1'b1;
							if(cnt >= 16'd65500)begin
								state <= s1;
								cnt<=16'd0;
								read_flag <= 1'b1;
							end	
						end
					end
				s10:begin
						state <= s1;
						cnt <= 16'd0;
					end
				default:begin
						state <= s1;
						cnt <= 16'd0;
					end	
			endcase
		end		
	end
endmodule 
--- design/flow/run.sh ---
#!/bin/bash
# OpenROAD 26Q1-2900-gdf79404cd8, Yosys 0.63+post, stock flow scripts
make -C /OpenROAD-flow-scripts/flow DESIGN_CONFIG=/design/flow/config.mk WORK_HOME=/design/flow/orfs finish
--- design/flow/config.mk ---
export PLATFORM = sky130hd
export DESIGN_NAME = DHT11
export DESIGN_NICKNAME = DHT11
export VERILOG_FILES = /design/flow/design.v
export SDC_FILE = /design/flow/constraint.sdc
export NUM_CORES = 4
export LEC_CHECK = 1
export CORE_UTILIZATION = 30
--- design/flow/constraint.sdc ---
current_design DHT11

set clk_period 1.6
set clk_io_pct 0.2

create_clock -name clk0 -period $clk_period [get_ports {clk}]

set non_clock_inputs [all_inputs -no_clocks]
set_input_delay [expr $clk_period * $clk_io_pct] -clock clk0 $non_clock_inputs
set_output_delay [expr $clk_period * $clk_io_pct] -clock clk0 [all_outputs]
==> notes.md <==
Here are the numbers from the latest Yosys + OpenROAD run.

The flow did not finish. The run ended at 4_1_cts. The tool reported: "[error] [KeplerFormal.cpp:679] Workflow failed: Iso has multiple drivers: .dat_io0, dat_io$_DFFE_PN1P_.Q0". The total setup buffers inserted after CTS came out at 0. The number of top-level design ports came out at 46. The netlist area before placement is 5605 µm². The synthesized design devotes to its leading area cell type 49.55% of total area. At the end of routability-driven placement, the weighted congestion stood at 0.7753.

The buffer_ports step reported a buffer count of 44. The floorplan utilization is 30.89%. Per the CTS log, the root buffer master is clkbuf_16. Once synthesis finished, the tally of register bits stood at 123. The synthesized netlist cell count is 442.

The number of different library cells in the post-synthesis netlist came out at 49. The most used flip-flop cell is dfrtp_1. The H-tree depth is 1.

Sequential cells were found to cover 54.06% of the synthesized design area. The floorplan row count came out at 49. The placed standard-cell area came out at 6309 µm².

The count of unclocked register or latch pins is 116. The quantity of hold-fixing buffers added after cts came out at 0. The mean instance size in the synthesized netlist is 12.68 µm². The width of the die came out at 138.7 µm. The placed wire-length estimate after detailed placement is 7404 µm. Looking at area per cell type in the netlist, the leader is dfrtp_1. The buffer depth of the longest clock path is 2.

159 endpoints have no timing constraint. The count of flip-flops with a built-in enable after synthesis came out at 0. The share of synthesized registers carrying an async set or reset came out at 91.87%.

The number of cell instances after yosys synthesis came out at 442. The count of yosys warnings during synthesis came out at 2. In this run the vertical extent of the chip is 138.7 µm. The main area contributors are dfrtp_1, mux2_2, fa_1. The count of cells resized by post-cts repair came out at 0. The number of CTS-inserted buffers came out at 3. In the synthesis report, Yosys lists the chip area as 5605 µm².
[logic make-up after synthesis]
group	Yosys count	share of synthesized area, %
AND-OR/OR-AND	42	5.067
flip-flops	123	54.06
multiplexers	78	15.63
XOR/XNOR	35	5.469
AND/OR/NAND/NOR	107	10.02
buffers and inverters	32	2.299
adder cells (fa/ha/maj)	25	7.455
[through the flow]
stage                     setup slack, ns  hold WS, ns  utilization, %  instances
after detailed placement           0.4318       0.4709           34.76        704
after global placement             0.5007       0.4345           34.76        704
after floorplan                    0.4455       0.4263               -        442
[synth_stat cells (all sizes together), types with 2 or more instances]
| library cell | count |
|---|---|
| dfrtp | 111 |
| mux2 | 76 |
| nor2 | 35 |
| nand2 | 22 |
| xnor2 | 21 |
| inv | 16 |
| nand3 | 16 |
| clkbuf | 15 |
| fa | 14 |
| xor2 | 14 |
| o21ai | 12 |
| a21oi | 11 |
| ha | 11 |
| dfxtp | 10 |
| and2 | 5 |
| nor2b | 5 |
| and4 | 4 |
| nor4b | 4 |
| and3 | 3 |
| nand4 | 3 |
| nor3 | 3 |
| o21a | 3 |
| or3 | 3 |
| a21o | 2 |
| a31oi | 2 |
| a32o | 2 |
| dfstp | 2 |
| mux2i | 2 |
